## flow/design.v

```verilog
module DBUFF(incPC, src1RegIn, src2RegIn, sextIn, offsetIn, aluOpIn, aluCmpIn, aluSelIn, destRegIn, regWrEnIn, memWrEnIn, isLWIn, opIn, dstRegMuxIn, clk, flush,
	incPCOut, src1RegOut, src2RegOut, sextOut, offsetOut, aluOpOut, aluCmpOut, aluSelOut, destRegOut, regWrEnOut, memWrEnOut, isLWOut, opOut, dstRegMuxOut);
	input flush, clk, regWrEnIn, memWrEnIn, isLWIn;
	input [31:0] incPC, sextIn, src1RegIn, src2RegIn, offsetIn;
	input [3:0] destRegIn, aluOpIn, aluCmpIn, opIn;
	input [1:0] aluSelIn, dstRegMuxIn;
	output reg [31:0] incPCOut = 0, sextOut = 0, src1RegOut = 0, src2RegOut = 0, offsetOut = 0;
	output reg regWrEnOut = 0, memWrEnOut = 0, isLWOut = 0;
	output reg [3:0] destRegOut = 0, aluOpOut = 0, aluCmpOut = 0, opOut = 0;
	output reg [1:0] aluSelOut = 0, dstRegMuxOut = 0;
	always @(posedge clk) begin
		if (flush == 1'b1) begin
			{incPCOut, src1RegOut, src2RegOut, sextOut, offsetOut, aluOpOut, aluCmpOut, aluSelOut, destRegOut, regWrEnOut, memWrEnOut, isLWOut, opOut, dstRegMuxOut} <= 0;
		end
		else begin
			incPCOut <= incPC;
			sextOut <= sextIn;
			regWrEnOut <= regWrEnIn;
			memWrEnOut <= memWrEnIn;
			aluSelOut <= aluSelIn;
			src1RegOut <= src1RegIn;
			src2RegOut <= src2RegIn;
			destRegOut <= destRegIn;
			aluOpOut <= aluOpIn;
			isLWOut <= isLWIn;
			aluCmpOut <= aluCmpIn;
			opOut <= opIn;
			offsetOut <= offsetIn;
			dstRegMuxOut <= dstRegMuxIn;
		end
	end
endmodule
```

## flow/run.sh

```bash
#!/bin/bash
# OpenROAD 26Q1-2900-gdf79404cd8, Yosys 0.63+post, stock flow scripts
make -C /OpenROAD-flow-scripts/flow DESIGN_CONFIG=/design/flow/config.mk WORK_HOME=/design/flow/orfs finish
```

## flow/config.mk

```make
export PLATFORM = sky130hd
export DESIGN_NAME = DBUFF
export DESIGN_NICKNAME = DBUFF
export VERILOG_FILES = /design/flow/design.v
export SDC_FILE = /design/flow/constraint.sdc
export NUM_CORES = 4
export LEC_CHECK = 1
export CORE_AREA = 10 10 230 230
export DIE_AREA = 0 0 240 240
```

## flow/constraint.sdc

```tcl
current_design DBUFF

set clk_period 1.0
set clk_io_pct 0.2

create_clock -name clk0 -period $clk_period [get_ports {clk}]

set non_clock_inputs [all_inputs -no_clocks]
set_input_delay [expr $clk_period * $clk_io_pct] -clock clk0 $non_clock_inputs
set_output_delay [expr $clk_period * $clk_io_pct] -clock clk0 [all_outputs]
```

==> notes.md <==
Purpose: to document the outcome of synthesis and place and route.

Run status
The flow ran to the end, but the final reports show violations. The checks that failed: setup timing.

Floorplanning
The boundary pin count is 368. The chip area is 57600 µm². The vertical die dimension is 240 µm. The die is 240 µm wide.

The core area is 47800 µm². In this run the core area contains 80 standard-cell rows. At the floorplan stage, the core utilization is reported as 0.103.

GRT
The via count of the first global-routing pass is 4066. In this run the most used layer during global routing was met2. The met1 global-route usage is 0.0670. After global routing the overflow that remains totals 0. The global routing report lists combined usage of all routing layers as 0.0621. The number of antenna violations at the first check in global routing is 4.

The wire length of the first global-routing pass is 26400 µm. The maximum number of pins on one net before global-route repair is 37. The met3 layer usage reported by global route is 0.0476. The met2 global-route usage is 0.0943.

Synthesis
Warnings reported by Yosys during synthesis add up to 1. The post-synthesis instance area is 4910 µm². The number of synthesized flops with an enable pin is 0. The main area contributors are dfxtp_1 (75%), nor2b_1 (23%), buf_2 (1.9%), clkbuf_1 (0.076%). The post-synthesis area per instance is 12.7 µm². The most used flip-flop cell after synthesis is dfxtp_1.

The chip area line in the Yosys stat output reads 4910 µm². Counting flops with an async set or reset pin after synthesis yields a share of 0. The synthesized netlist handed to floorplanning was reported with a cell count of 386. Of the synthesized area, sequential elements account for 0.747. The share of synthesized area in the top cell type comes to 0.747. The synth_stat.txt file lists the number of cells as 386. Counting distinct cell types in the post-synthesis netlist gives 4.

Of all cell types, the one taking the most synthesized area is dfxtp_1. Synthesis inferred 183 register bits. The commonest cells after synthesis are dfxtp_1 (183), nor2b_1 (183), buf_2 (19).

Final timing
Static timing analysis puts the maximum clock frequency at 0.869 GHz. Endpoints failing hold in the final report were tallied at 0. The final max-slew violation count is 0.

The smallest clock period supported by the final layout is computed as 1.15 ns. Setup repair after global routing could not meet its margin everywhere. For the pin with the worst max-slew slack, the measured transition is 0.233 ns. Headroom to the max-slew limit came out at 0.844. The share of the clock period used by the worst path is 1.15.

The final layout reports a setup TNS of -15.35 ns. The final timing report gives a worst setup slack of -0.151 ns. For this run, the final setup violation count is recorded as 183.

Setup path
The worst-path maximum fanout is 1. The OpenROAD report gives the critical path a required time of 0.80 ns. Walking the worst path, the cells encountered are buf_6. The data arrival time of the worst path is 0.95 ns. Looking at the setup timing report, the critical path kind is reg -> out. The type of element launching the critical path is a flip-flop. The cell with the largest stage delay on the worst path is dfxtp_4. Per STA, the worst path accumulates the most delay in the family flip-flops.

The buffer-and-inverter tally for the worst setup path is 1. The endpoint kind of the worst setup timing path is an output pin. On the worst path, the slowest cell contributes a delay of 0.37 ns.

Pwr
Across the VDD grid, the largest voltage drop is 1860 µV. The leakage power in the latest report is 3.96 nW. The flow reported a cell area power density of 1740 nW/µm². Power comes to 16.2 mW.

Detailed routing
The diode insertion count for antenna repair is 0. The average routed wire per standard cell is 13.6 µm. The routed layout has 3990 vias. Summed over all layers, the routed wires come to 19000 µm. The count of routing violations after the opening detailed-route iteration is 48. In the routed layout, each cell is associated on average with a via count of 2.84. The residual DRC count is 0. The remaining antenna violation count is 0. The number of detailed-route iterations in the first pass is 4.

Finish
Per the final layout report, the fraction of cells sized above drive strength 1 comes to 0.345. The final layout report lists a filler cell count of 5284. The relative area change from synthesis to final layout is 89.2%.

Min path
Checking hold timing, the worst path is listed with class in -> reg. The sink of the worst hold path is destRegOut[2]. Counting instances, the worst hold path has a depth of 3. The worst hold path begins at flush.

CTS
The maximum buffer depth of the clock tree is 2. Clock tree synthesis found a total of 183 sinks. Looking at the clock tree report, the H-tree level count equals 4. Clock-pin slew was measured on the worst setup and hold paths at 0.07 ns. The library cell used as clock root buffer is clkbuf_16. Once the clock tree was built, the setup fixing pass inserted 0 buffers. The clock tree from TritonCTS is yes. The total clock buffers created by CTS is 17.

Flow run
Per the run summary, max-cap violations total 0. The tool warning count for the run is 27.

Placement
The congestion estimate from routability-driven global placement came to 0.845. Per the placement log, port buffering inserted 367 buffers. The detailed-placement wirelength estimate is 15300 µm.
==> worst max path at each step <==
stage                    startpoint       endpoint  slack, ns  cells past startpoint
after CTS             src2RegOut[2]  src2RegOut[2]      -0.23                      1
after global routing  src2RegOut[2]  src2RegOut[2]      -0.21                      1
final                 src2RegOut[2]  src2RegOut[2]      -0.15                      1
==> through the flow <==
step | setup WS [ns] | cell area [µm²] | hold WS, ns | std cells | util
after global placement | -0.191 | 9490 | 0.523 | 1370 | 0.198
after floorplan | 0.304 | 4910 | 0.328 | 386 | -
after CTS | -0.233 | 9230 | 0.124 | 1403 | 0.193
after global routing | -0.206 | 9290 | 0.158 | 1403 | 0.194
after detailed placement | -0.174 | 9490 | 0.526 | 1370 | 0.198
final | -0.151 | 9290 | 0.177 | 1403 | 0.194
==> logic make-up after synthesis <==
kind of cell / share of synthesized area
buffers and inverters: 0.0201
DFF: 0.747
and+or+nand+nor: 0.233
==> layout make-up <==
| type | count | area, µm² | share of cell area |
|---|---|---|---|
| repair buffers | 390 | 3070 | 0.331 |
| flip-flops and latches | 183 | 3710 | 0.400 |
| clock inverters | 15 | 163 | 0.0175 |
| multi-input cells | 183 | 1140 | 0.123 |
| clock buffers | 17 | 425 | 0.0458 |
| well taps | 615 | 769 | 0.0829 |
==> power by group <==
part           total, mW  internal [mW]  switching, mW
Combinational       1.58           1.15          0.424
Sequential          7.78           7.69         0.0966
Clock               6.82           3.53           3.29
Total               16.2           12.4           3.81
==> registers in the layout, summed over array words and instances, names as in the netlist, 2 cells and up <==
name / cells
destRegOut: 4
src1RegOut: 32
opOut: 4
dstRegMuxOut: 2
offsetOut: 32
incPCOut: 32
aluOpOut: 4
aluCmpOut: 4
aluSelOut: 2
src2RegOut: 32
sextOut: 32
==> cells in the final DEF (no fill, tap or decap) <==
cell type	Yosys	routed
clkinv_8	0	1
buf_12	0	6
bufinv_16	0	1
buf_2	19	173
buf_6	0	11
dfxtp_1	183	149
clkbuf_16	0	17
inv_8	0	3
clkdlybuf4s50_1	0	183
dfxtp_2	0	32
clkinvlp_4	0	4
nor2b_1	183	183
dfxtp_4	0	2
dlygate4sd3_1	0	1
inv_6	0	4
buf_4	0	16
clkinv_4	0	2
==> metal layers <==
layer	routed length (µm)	vias to the layer above
li1	-	1937
met3	3260	31
met2	8040	269
met4	525	8
met1	7130	1745
met5	57	-
==> repair_timing <==
action | CTS | global route
hold buffers | 1 | 0
gates resized | 616 | 21
hold endpoints to repair | 6 | 0
endpoints found under the setup margin | 183 | 183
No activity file was given, so power comes from the tool's default toggle rates.
