==> flow/config.mk <==
export PLATFORM = sky130hd
export DESIGN_NAME = Alu
export DESIGN_NICKNAME = Alu
export VERILOG_FILES = /design/flow/design.v
export SDC_FILE = /design/flow/constraint.sdc
export NUM_CORES = 4
export LEC_CHECK = 1
export CORE_UTILIZATION = 40
==> flow/constraint.sdc <==
current_design Alu

set clk_period 31.9
set clk_io_pct 0.2

create_clock -name clk0 -period $clk_period

set non_clock_inputs [all_inputs -no_clocks]
set_input_delay [expr $clk_period * $clk_io_pct] -clock clk0 $non_clock_inputs
set_output_delay [expr $clk_period * $clk_io_pct] -clock clk0 [all_outputs]
==> flow/design.v <==
module Alu(a,b,alu_func, cmp_func, flag, out);
   parameter bitwidth = 32;
   input signed [bitwidth-1:0]a,b;
   input[3:0] alu_func;
   input[3:0] cmp_func;
   output flag;
   reg flag;
   output signed [bitwidth-1:0] out;
   reg signed [bitwidth-1:0] out;
   always @(a,b,alu_func) begin
      case(alu_func)
        4'b0111: out = a + b;      
        4'b0110: out = a - b;      
        4'b0000: out = a & b;      
        4'b0001: out = a | b;      
        4'b0010: out = a ^ b;      
        4'b1000: out = ~(a & b);   
        4'b1001: out = ~(a | b);   
        4'b1010: out = ~(a ^ b);   
        4'b1111: out = (b<<(bitwidth/2));  
        default: out = {bitwidth{1'b0}};
      endcase  
   end  
   always @(out, cmp_func) begin
      case(cmp_func)
        4'b0000: flag = 1'b1;               
        4'b0011: flag = 1'b0;               
        4'b0101: flag = ($signed(out) != $signed({bitwidth{1'b0}})) ? 1'b1 : 1'b0;    
        4'b0110: flag = ($signed(out) == $signed({bitwidth{1'b0}})) ? 1'b1 : 1'b0;    
        4'b1001:
          flag = ($signed(out) < $signed({bitwidth{1'b0}}))  ? 1'b1 : 1'b0;    
        4'b1010:
          flag = ($signed(out) >= $signed({bitwidth{1'b0}})) ? 1'b1 : 1'b0;    
        4'b1100:
          flag = ($signed(out) <= $signed({bitwidth{1'b0}})) ? 1'b1 : 1'b0;    
        4'b1111:
          flag = ($signed(out) > $signed({bitwidth{1'b0}}))  ? 1'b1 : 1'b0;    
        default: flag = 1'b0;
      endcase  
   end  
endmodule
==> flow/run.sh <==
#!/bin/bash
# OpenROAD 26Q1-2900-gdf79404cd8, Yosys 0.63+post, stock flow scripts
make -C /OpenROAD-flow-scripts/flow DESIGN_CONFIG=/design/flow/config.mk WORK_HOME=/design/flow/orfs finish
==> out/results.tsv <==
stage	metric	value	unit
synthesis	top cells, area	ha_1 22%, xnor2_1 13%, inv_1 5.1%	
final_timing	setup TNS	0	ns
floorplan	fp util	0.414	
cells_and_area	Comb area	5060	sq um
global_route	initial antenna violation count	0	
placement	HPWL Detailed	16.6	mm
global_route	global-route wire length before repair	32.4	mm
final_timing	Final Hold Vio Count	0	
final_timing	worst hold slack	13.74	ns
setup_path	CP max stage delay	0.62	ns
setup_path	crit path max fanout	34	
cells_and_area	# fillers	1366	
placement	RePlAce Congestion	1.00	
setup_path	WP data arrival	12.83	ns
floorplan	CORE AREA	13400	sq um
final_timing	ratio of final minimum period to clock period	0.602	
synthesis	Area leader share	0.217	
synthesis	Yosys cell types	78	
run_status	status	complete, no violations	
global_route	M3 GR Usage	0.0316	
setup_path	CP startpoint kind	input pin	
cells_and_area	fin cells	1036	
routing	post-route ant nets	0	
global_route	GR Util met1	0.462	
routing	iteration count of the initial detailed-routing pass	5	
final_timing	Relative slew margins	0.382	
global_route	GRT Util Overall	0.295	
final_timing	minimum clock period	19.21	ns
routing	drc violations	0	
worst_hold_path	path type of the worst min-delay path	input pin to output port	
final_timing	worst-margin pin slew	0.924	ns
global_route	vias in the first global route	5681	
setup_path	crit-path cells	clkdlybuf4s50_1, buf_4, inv_2, nand2_1, nor2_1, a21o_1, inv_1, ha_1, nor2b_1, o211ai_1, a211oi_2, or3_4, a2111o_1, or4_1, or3_1, or4b_1, nor3_2, a31oi_1, and4b_1, clkdlybuf4s50_1	
routing	1st-iter DRT viols	659	
floorplan	die area	14300	sq um
global_route	grt total ovfl	0	
job	number of OpenROAD warnings	65	
final_timing	Slew Viols, Final	0	
job	max_cap viols	0	
power	Tot Pwr	126	uW
placement	Inst Count DP	1036	
synthesis	Synth warnings	1	
cells_and_area	layout cells sized above 1	0.0291	
cells_and_area	post-route cell area	6700	sq um
setup_path	CP Class	input pin to output port	
floorplan	IO Count	105	
routing	drt total wl	20.6	mm
routing	antenna cells	0	
clock_tree	CTS Hold Buffers Added	0	
power	static leakage	0.00287	uW
cells_and_area	Sequential Area	0	sq um
routing	Via density	5.94	
placement	port bufs	105	
routing	Via Count	6149	
synthesis	# Cells Yosys	787	
clock_tree	post-cts sizing count	0	
cells_and_area	clock buffer count	0	
global_route	routing usage on met2	0.435	
final_timing	RSZ-0062 raised after global routing	false	
power	PD cells	18.8	nW/um^2
floorplan	Rows	42	
routing	drt wl/cell	19.9	um
global_route	GRT busiest layer	met1	
setup_path	Worst setup EP type	output port	
synthesis	Synth Seq Share	0	
cells_and_area	synthesis-to-finish area growth	20.7	%
setup_path	most used cell, CP	clkdlybuf4s50_1	
synthesis	cell accounting for the most synthesized area	ha_1	
clock_tree	Post-CTS Setup Repair Bufs	0	
setup_path	Worst Path Required	25.52	ns
final_timing	f_max	52.1	MHz
cells_and_area	Top cells excl fill/tap	104 x clkdlybuf4s50_1, 96 x ha_1, 84 x xnor2_1	
cells_and_area	sequential cells	0	
synthesis	area reported by Yosys stat	5550	sq um
cells_and_area	most frequent logic cell in the layout	clkdlybuf4s50_1	
synthesis	Post-Syn Area per Cell	7.05	sq um
floorplan	Die X-Extent	120	um
power	Peak VDD IR	0.0118	mV
final_timing	# setup viols final	0	
floorplan	Die H	120	um
global_route	pin count of the biggest net entering global routing	48	
placement	area post-placement	6700	sq um
synthesis	Post-Synthesis Cells	787	
synthesis	Synth Cell Area	5550	sq um
setup_path	Crit-path slowest cell	nand2_1	
[cell type report]
cell class,count,area share
inverters,77,0.0432
well taps,176,0.0329
repair buffers,115,0.168
multi-input cells,668,0.756
[final timing paths]
path	from	end	depth (start not counted)
setup / recovery	alu_func[0]	flag	20
hold / removal	alu_func[3]	out[2]	4
[per-stage QoR]
| step | setup WS, ns | utilization |
|---|---|---|
| after floorplan | 13.94 | - |
| after global placement | 12.79 | 0.500 |
| after detailed placement | 12.75 | 0.500 |
| after CTS | 12.74 | 0.500 |
| after global routing | 12.31 | 0.500 |
| final | 12.69 | 0.500 |
[critical path: cells and delay by family]
family,cells,cell delay (ns)
buffers and inverters,5,1.67
and+or+nand+nor,9,3.24
adders and majority gates,1,0.28
AOI/OAI and AO/OA,5,1.23
[cells by family after synthesis]
family	after synthesis	synth area share
compound gates	223	0.277
xor+xnor	116	0.183
fa+ha+maj	97	0.220
buf+inv	119	0.0871
mux	10	0.0180
simple gates	222	0.214
[synthesized netlist by cell type, types with 5 or more instances]
cell type	count
a22oi_1	13
o21a_1	5
o211ai_1	8
buf_4	5
a2bb2oi_1	5
nor3_1	12
buf_2	8
or3_1	8
nor3b_1	5
o41ai_1	7
nand2b_1	13
nand2_1	43
o32ai_1	5
nand4_1	13
o31ai_1	7
and3_1	8
nor2_1	53
a21oi_1	39
o22ai_1	9
a31oi_1	11
clkbuf_1	26
ha_1	96
xor2_1	32
nor2b_1	8
mux2i_1	10
a21o_1	12
inv_1	75
nand3_1	16
a211oi_1	8
nor4_1	7
xnor2_1	84
o21ai_0	45
[layer usage]
metal,wire length [um],part of all wire,vias up
met5,0,0,-
met4,354,0.017,0
met3,1360,0.066,20
met2,8680,0.42,250
met1,10200,0.50,2887
li1,-,-,2992
[power by group]
group          switching [uW]  internal, uW
Sequential                  0             0
Combinational            67.8          58.0
Clock                       0             0
Total                    67.8          58.0
Power figures rest on the tool's default switching activity, not on a simulated workload.
