### ./config.mk
export PLATFORM = sky130hd
export DESIGN_NAME = RegisterFile
export DESIGN_NICKNAME = RegisterFile
export VERILOG_FILES = /design/flow/design.v
export SDC_FILE = /design/flow/constraint.sdc
export NUM_CORES = 4
export LEC_CHECK = 1
export CORE_UTILIZATION = 40
### ./run.sh
#!/bin/bash
# OpenROAD 26Q1-2900-gdf79404cd8, Yosys 0.63+post, stock flow scripts
make -C /OpenROAD-flow-scripts/flow DESIGN_CONFIG=/design/flow/config.mk WORK_HOME=/design/flow/orfs finish
### ./design.v
module Register(clk, reset, wrtEn, dataIn, dataOut);
	parameter BIT_WIDTH = 32;
	parameter RESET_VALUE = 0;
	input clk, reset, wrtEn;
	input[BIT_WIDTH - 1: 0] dataIn;
	output reg [BIT_WIDTH - 1: 0] dataOut;
	always @(posedge clk) begin
		if (reset == 1'b1)
			dataOut <= RESET_VALUE;
		else if (wrtEn == 1'b1)
			dataOut <= dataIn;
	end
endmodule
module RegisterFile(clk, reset, reg_wr_en, wr_select, reg_select1, reg_select2,
                    reg_data1, reg_data2, wr_data);
   parameter bitwidth = 32;
   input clk, reset, reg_wr_en;
   input[3:0] reg_select1, reg_select2 , wr_select;
   input[bitwidth-1:0] wr_data;
   output[bitwidth - 1:0] reg_data1, reg_data2;
   reg[bitwidth - 1:0] reg_data1, reg_data2;
   wire[bitwidth-1:0] regout[0:15];   
   Register #(bitwidth,0) R0(clk, reset, (wr_select == 4'd0) & reg_wr_en, wr_data, regout[0]);
   Register #(bitwidth,0) R1(clk, reset, (wr_select == 4'd1) & reg_wr_en, wr_data, regout[1]);
   Register #(bitwidth,0) R2(clk, reset, (wr_select == 4'd2) & reg_wr_en, wr_data, regout[2]);
   Register #(bitwidth,0) R3(clk, reset, (wr_select == 4'd3) & reg_wr_en, wr_data, regout[3]);
   Register #(bitwidth,0) R4(clk, reset, (wr_select == 4'd4) & reg_wr_en, wr_data, regout[4]);
   Register #(bitwidth,0) R5(clk, reset, (wr_select == 4'd5) & reg_wr_en, wr_data, regout[5]);
   Register #(bitwidth,0) R6(clk, reset, (wr_select == 4'd6) & reg_wr_en, wr_data, regout[6]);
   Register #(bitwidth,0) R7(clk, reset, (wr_select == 4'd7) & reg_wr_en, wr_data, regout[7]);
   Register #(bitwidth,0) R8(clk, reset, (wr_select == 4'd8) & reg_wr_en, wr_data, regout[8]);
   Register #(bitwidth,0) R9(clk, reset, (wr_select == 4'd9) & reg_wr_en, wr_data, regout[9]);
   Register #(bitwidth,0) R10(clk, reset, (wr_select == 4'd10) & reg_wr_en, wr_data, regout[10]);
   Register #(bitwidth,0) R11(clk, reset, (wr_select == 4'd11) & reg_wr_en, wr_data, regout[11]);
   Register #(bitwidth,0) R12(clk, reset, (wr_select == 4'd12) & reg_wr_en, wr_data, regout[12]);
   Register #(bitwidth,0) R13(clk, reset, (wr_select == 4'd13) & reg_wr_en, wr_data, regout[13]);
   Register #(bitwidth,0) R14(clk, reset, (wr_select == 4'd14) & reg_wr_en, wr_data, regout[14]);
   Register #(bitwidth,0) R15(clk, reset, (wr_select == 4'd15) & reg_wr_en, wr_data, regout[15]);
   always @* begin
      case(reg_select1)
        4'b0000: reg_data1 = regout[0];
        4'b0001: reg_data1 = regout[1];
        4'b0010: reg_data1 = regout[2];
        4'b0011: reg_data1 = regout[3];
        4'b0100: reg_data1 = regout[4];
        4'b0101: reg_data1 = regout[5];
        4'b0110: reg_data1 = regout[6];
        4'b0111: reg_data1 = regout[7];
        4'b1000: reg_data1 = regout[8];
        4'b1001: reg_data1 = regout[9];
        4'b1010: reg_data1 = regout[10];
        4'b1011: reg_data1 = regout[11];
        4'b1100: reg_data1 = regout[12];
        4'b1101: reg_data1 = regout[13];
        4'b1110: reg_data1 = regout[14];
        4'b1111: reg_data1 = regout[15];
      endcase  
   end  
   always @* begin
      case(reg_select2)
        4'b0000: reg_data2 = regout[0];
        4'b0001: reg_data2 = regout[1];
        4'b0010: reg_data2 = regout[2];
        4'b0011: reg_data2 = regout[3];
        4'b0100: reg_data2 = regout[4];
        4'b0101: reg_data2 = regout[5];
        4'b0110: reg_data2 = regout[6];
        4'b0111: reg_data2 = regout[7];
        4'b1000: reg_data2 = regout[8];
        4'b1001: reg_data2 = regout[9];
        4'b1010: reg_data2 = regout[10];
        4'b1011: reg_data2 = regout[11];
        4'b1100: reg_data2 = regout[12];
        4'b1101: reg_data2 = regout[13];
        4'b1110: reg_data2 = regout[14];
        4'b1111: reg_data2 = regout[15];
      endcase  
   end  
endmodule  
### ./constraint.sdc
current_design RegisterFile

set clk_period 6.8
set clk_io_pct 0.2

create_clock -name clk0 -period $clk_period [get_ports {clk}]

set non_clock_inputs [all_inputs -no_clocks]
set_input_delay [expr $clk_period * $clk_io_pct] -clock clk0 $non_clock_inputs
set_output_delay [expr $clk_period * $clk_io_pct] -clock clk0 [all_outputs]
==> flow_summary_export.csv <==
group,metric,value,unit
routing,via_per_inst,6.386,
yosys,synthArstFlopShare,0,
yosys,synth-edff-count,0,
routing,ant_nets,0,
critical_path,path_common_cell,"buf_4",
power,internal-power,0.005234,W
floorplan,chip_area,0.06887,mm²
floorplan,die.size.y,262.4,µm
sta,layout_min_cycle_time,5.707,ns
yosys,synthesis.area,0.02713,mm²
yosys,synth.most_common_cell,"nand2_1",
routing,post_drt_wl_per_cell,28.25,µm
sta,rsz0062_at_grt,"false",
critical_path,critPathMaxFanout,41,
yosys,netlist_instances,3578,
critical_path,end_kind,"output port",
clock_tree,clockBufferDepth,3,
critical_path,cp.required,5.44,ns
clock_tree,cts_buffers,56,
power,power_density,232.5,mW/mm²
clock_tree,cts_max_level,2,
hold_path,hold_class,"flop to flop",
routing,num_antenna_cells,0,
hold_path,min_from,"R8.dataOut[13]",
critical_path,cp_cell_sequence,"buf_4 > buf_4 > nor2b_4 > buf_4 > and3_1 > a41oi_1 > a31oi_1 > clkdlybuf4s50_1",
power,leakagePower,9.708,nW
yosys,ys_seq_share,0.3778,
yosys,yosysTopAreaCellShare,0.3778,
clock_tree,cts_resized,0,
placed_design,dp.final_hpwl,69.55,mm
yosys,ys_warn_count,2,
critical_path,slowest_stage,"nor2b_4",
yosys,ys_cells,3578,
routing,drt-initial-drc-count,3111,
grt,grt_max_degree,133,
sta,worst_pin_slew,0.9500,ns
floorplan,io-pin-count,111,
floorplan,coreArea,0.06716,mm²
power,combPwrFrac,0.098,
placed_design,globalplace.congestion,0.9718,
run_status,status,"completed",
yosys,ys.flops,512,
clock_tree,path_clk_slew,0.06,ns
sta,tns,0,ns
sta,max_freq,0.1752,GHz
run,warning_count,31,
placed_design,portBuffers,110,
grt,track_usage,0.3576,
yosys,yosys_area,0.02713,mm²
placed_design,dp_slack,1.217,ns
routing,drtPass1Iterations,7,
critical_path,critical_path.max_stage_delay,0.69,ns
critical_path,arrival,4.35,ns
routing,drc,0,
sta,skew,0,ns
power,p_sw,0.001885,W
final_layout,area_delta_synth_final,12.87,%
sta,setup_violations,0,
yosys,top_area_cell,"dfxtp_1",
grt,grt_pass1_wl,176.6,mm
clock_tree,clock-sinks,512,
placed_design,dpl_cell_area,0.02862,mm²
floorplan,fp_util,0.4040,
floorplan,die_x,262.4,µm
routing,vias,27860,
yosys,synth.area.top_cells,"dfxtp_1 38%, nand2_1 15%, a21oi_1 9.9%",
critical_path,worstSetupPathType,"input port to output port",
floorplan,rows,95,
grt,grt-ovfl-total,0,
sta,final.period_utilization,0.8393,
sta,drv_slew,0,
power,switching_share,0.2648,
power,pwr-share-clk,0.470,
yosys,flop_cell,"dfxtp_1",
grt,grt_pass1_vias,25650,
routing,wl,123.2,mm
critical_path,timing.rr.start,"R2.dataOut[7]",
power,ir_worst_vdd,190.8,µV
grt,antenna_found_initial,1,
clock_tree,hold_buffers,0,
final_layout,final_cell_area,0.03062,mm²
sta,finalWorstSetupSlack,1.093,ns
yosys,top_cells_by_count,"1078 x nand2_1, 537 x a21oi_1, 512 x dfxtp_1",
yosys,synth_cell_type_count,72,
yosys,syn-mean-instance-area,7.582,µm²
sta,hold_viol,0,
run,maxCapViolations,0,
critical_path,ff2ff_setup_slack,6.06,ns
clock_tree,cts_setup_buffers,0,
sta,maxSlewHeadroom,0.3667,
clock_tree,worstSkewPairLatency,0.63,ns
critical_path,start_kind,"input port",
clock_tree,cts_tree,"yes",
critical_path,crit_path_start,"reg_select2[1]",
clock_tree,cts-root-buf,"clkbuf_16",
power,seqPwrFrac,0.431,
final_layout,drive_gt1_frac,0.09086,
[cell usage in the layout, fill, tap and decap left out, types with 9 or more instances in the layout]
cell type,instances
o221ai_1,53
nand4b_1,25
clkdlybuf4s50_1,101
nand4bb_1,11
a21o_1,43
nor3b_1,23
dfxtp_1,512
mux2_1,11
clkbuf_8,16
nor2b_1,12
and3b_1,18
mux2_2,54
o22a_1,45
clkbuf_16,57
nand3_1,22
nand2_1,1063
nand2_2,16
a2bb2oi_1,28
nand3b_1,65
nand2b_1,61
o2111ai_1,43
o22ai_1,18
nor2_4,13
o32a_1,18
a22oi_1,211
o21ai_0,31
mux2i_1,76
buf_4,90
or4bb_1,12
and3_1,28
nor2_1,21
a21oi_1,537
a311o_1,9
clkinv_2,15
[logic make-up after synthesis]
| logic type | synth area share |
|---|---|
| mux | 0.05723 |
| flops | 0.3778 |
| compound gates | 0.2564 |
| buf+inv | 0.06300 |
| simple gates | 0.2455 |
[power by group through the flow]
| stage | Combinational [W] | Sequential (W) | Clock (W) |
|---|---|---|---|
| 6_report | 0.000700 | 0.00307 | 0.00335 |
| 5_1_grt | 0.000714 | 0.00307 | 0.00347 |
| 4_1_cts | 0.000670 | 0.00307 | 0.00336 |
[state kept, by name, summed over array words and instances (netlist names)]
register     cells
R0.dataOut      32
R1.dataOut      32
R10.dataOut     32
R11.dataOut     32
R12.dataOut     32
R13.dataOut     32
R14.dataOut     32
R15.dataOut     32
R2.dataOut      32
R3.dataOut      32
R4.dataOut      32
R5.dataOut      32
R6.dataOut      32
R7.dataOut      32
R8.dataOut      32
R9.dataOut      32
[routing by layer]
| metal | wire, µm | GRT usage |
|---|---|---|
| met5 | 14 | 0 |
| met4 | 6561 | 0.1496 |
| met3 | 17980 | 0.1326 |
| met2 | 50310 | 0.4932 |
| met1 | 48370 | 0.5111 |
[stage by stage]
| stage | hold WS (ns) | std cells | utilization | total power, W |
|---|---|---|---|---|
| finish | 0.4653 | 4362 | 0.4559 | 0.007119 |
| floorplan | 0.4389 | 3578 | - | 0.003510 |
| CTS | 0.4647 | 4362 | 0.4559 | 0.007097 |
| global placement | 0.4512 | 4258 | 0.4262 | 0.003800 |
| global route | 0.4802 | 4362 | 0.4559 | 0.007258 |
| detailed placement | 0.4563 | 4258 | 0.4262 | 0.003803 |
[cell type report]
| cell class | instances | area [µm²] |
|---|---|---|
| Clock buffer | 79 | 1669 |
| Timing Repair Buffer | 200 | 1821 |
| Sequential cell | 512 | 10250 |
| Inverter | 6 | 22.52 |
| Clock inverter | 25 | 331.6 |
| Tap cell | 873 | 1092 |
| Multi-Input combinational cell | 2667 | 15430 |
| Fill cell | 6543 | 36540 |
[worst max-delay path: cells and delay by family]
kind	cells	cell delay (ns)
buffers and inverters	4	1.59
and+or+nand+nor	2	0.88
AOI/OAI and AO/OA	2	0.46
[path summary, 6_finish.rpt]
kind                                       end  cells after the start
worst min register to register  R8.dataOut[13]                      2
worst min-delay path            R8.dataOut[13]                      2
worst max register to register   R2.dataOut[7]                      2
worst max-delay path             reg_data2[29]                      8
Power is estimated from default activity; no workload was simulated.
